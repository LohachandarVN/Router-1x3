[design/flow/run.sh]
#!/bin/bash
# OpenROAD 26Q1-2900-gdf79404cd8, Yosys 0.63+post, stock flow scripts
make -C /OpenROAD-flow-scripts/flow DESIGN_CONFIG=/design/flow/config.mk WORK_HOME=/design/flow/orfs finish
[design/flow/config.mk]
export PLATFORM = sky130hd
export DESIGN_NAME = router_fifo
export DESIGN_NICKNAME = router_fifo
export VERILOG_FILES = /design/flow/design.v
export SDC_FILE = /design/flow/constraint.sdc
export NUM_CORES = 4
export LEC_CHECK = 1
export CORE_UTILIZATION = 30
[design/flow/constraint.sdc]
current_design router_fifo

set clk_period 7.0
set clk_io_pct 0.2

create_clock -name clk0 -period $clk_period [get_ports {clock}]

set non_clock_inputs [all_inputs -no_clocks]
set_input_delay [expr $clk_period * $clk_io_pct] -clock clk0 $non_clock_inputs
set_output_delay [expr $clk_period * $clk_io_pct] -clock clk0 [all_outputs]
[design/flow/design.v]
`timescale 1ns / 1ps
module router_fifo(
    input clock,resetn,write_enb,soft_reset,read_enb,lfd_state,
    input [7:0]data_in,
    output empty,full,
    output reg[7:0]data_out);
    reg [8:0] mem[15:0];
    reg [4:0] rd_ptr,wr_ptr;      
    reg[6:0] count;    
    reg temp;  
    always@(posedge clock) begin
        if(!resetn) temp<=0;
        else temp<=lfd_state;
    end
    integer i;
    always@(posedge clock)  begin
    if(!resetn) begin
        for(i=0;i<16;i=i+1) begin
            mem[i]<=0;
            wr_ptr<=0;
        end
    end
    else if(soft_reset) begin
        for(i=0;i<16;i=i+1) begin
                mem[i]<=0;
                wr_ptr<=0;
            end
        end
    else if(write_enb && !full)begin
        mem[wr_ptr[3:0]]<={temp,data_in};
        wr_ptr<=wr_ptr+1;
    end
    end
   always@(posedge clock) begin
   if(!resetn) begin
      data_out<=0;
      rd_ptr=0;
    end
    else if(soft_reset) begin
        data_out<=8'bz;
    end
    else if(count==0)
         data_out <= 8'bz;
    else if(read_enb && !empty) begin
          data_out <= mem[rd_ptr[3:0]][7:0];
          rd_ptr <= rd_ptr + 1'b1;
   end
   else
      data_out <= 8'bz;
    end
       always@(posedge clock) begin
         if(!resetn)
             count <= 7'b000_0000;
         else if(soft_reset)
             count <= 7'b000_0000;
         else if(mem[rd_ptr[3:0]][8] == 1'b1)
             count <= mem[rd_ptr[3:0]][7:2] + 1'b1;
         else if(read_enb && !empty)
             count <= count - 1'b1;
         else
             count <= count;
     end
     assign full = ((wr_ptr[4] != rd_ptr[4]) && (wr_ptr[3:0] == rd_ptr[3:0])) ? 1'b1 : 1'b0;
     assign empty = (wr_ptr == rd_ptr) ? 1'b1 : 1'b0;
endmodule
==> notes.md <==
Implementation summary

The run finished with clean final reports. The number of buffers inserted during clock tree synthesis is 17. The critical path start-end classification is input port to flop.

Synthesis produced a netlist whose cell count is 554. Sequential cells were found to cover between 60% and 70% of the synthesized design area. Walking the worst path, the cells encountered are clkdlybuf4s50_1 -> nor2b_1 -> buf_4 -> nand3_1 -> nor3_2 -> nand2b_1.

Before any placement, the netlist area is recorded as between 8000 and 9000 µm². The floorplan row count is approximately 60. The average wire per standard cell is between 15 and 20 µm. The total routing usage reported by global routing is 14.7%.

The total detailed-routing wirelength is between 15000 and 20000 µm. Including well taps, the total number of placed cells is just over 900. The maximum count of clock buffers along a single path is 2. The clock slew seen by the registers of the worst setup and hold paths is around 0.070 ns. The via total after detailed routing is 4507. The floorplan core density is between 30% and 40%.

The area of the die is 27900 µm². In this run, post-CTS repair resized a total of 0 instances. The number of maximum-capacitance constraint violations is 0.

The final weighted congestion recorded by global placement is between 0.9 and 1. The area inside the core boundary is 26800 µm². The clock tree from TritonCTS is yes. The Yosys step of the flow raised 4 warnings. After legalization and detailed placement, the total HPWL measured 12600 µm.

After global routing the overflow that remains totals 0. The power density over the cells is between 200 and 250 nW/µm². The number of antenna violations at the first check in global routing was 0.

The post-synth count of flops with an enable pin is about 140. The mean instance size in the synthesized netlist is 14.7 µm². The share of the clock period used by the worst path is 51.9%. The post-CTS hold buffer count recorded in the log is 0. The final antenna diode tally reported by the flow is 0.

Logged for this run, the post-placement worst setup slack is between 2 and 3 ns. The horizontal die dimension is roughly 170 µm. The number of H-tree levels is 4.

The number of global-route vias before repair came to between 4k and 5k. For the worst setup path, the data required time is slightly above 7 ns. The area overhead of the layout relative to synthesis is 14.2%. After layout, the minimum clock period comes to around 3.6 ns. Per the post-route antenna check, the number of violating nets is 0. In the final report, the number of pins over their slew limit comes to 0. Per STA, the worst path accumulates the most delay in the family simple AND/OR/NAND/NOR gates. The tally of unique sky130hd cells used after synthesis is roughly 48. Of all nets on the critical path, the largest fanout is 23. STA classifies the critical path startpoint as an input port. The post-layout instance count excluding filler cells is ~940. In the synthesized netlist the async set-or-reset flop fraction comes to 0%. In this run the worst hold path is classified as flop to flop. For this run, the slowest stage of the critical path takes about 0.75 ns. The leakage power of the design is around 3.5 nW. The number of iterations in the first detailed-routing pass is 5. The buffer cell driving the clock tree root is sky130_fd_sc_hd__clkbuf_16. The post-synth register bit count is ~170. The clock latency on the worst-skew pair is 0.43 ns. The number of top-level pins is 24.

The design draws between 2 and 2.5 mW. The total of endpoints with negative setup slack in the final report is 0. The total tool warning count is 28. In the final layout, the share of cells above drive strength 1 is a little under an eighth.

After detailed routing, the number of remaining DRC violations is 0. The number of endpoints with negative hold slack in the final report is 0. Measured along the y axis, the die boundary spans 167 µm.

The hold path startpoint is rd_ptr[1]. The slowest stage of the critical path is the sky130_fd_sc_hd__clkdlybuf4s50_1 cell. The slew of the pin with the lowest slew margin is a little over 0.8 ns. The worst-case max-slew headroom was logged as approximately 45%. The CTS log lists the clock sinks for this run as 174. The critical path data arrival time is 3.71 ns. Counting both buffers and inverters, the worst setup path holds a total of 2. Post-synth the commonest register cell is sky130_fd_sc_hd__edfxtp_1. According to the Yosys statistics, the synthesized design has a chip area of between 8000 and 9000 µm².

Entering global routing, the biggest net connects 39 pins. The post-CTS setup buffer count is 0. The violation count after the first detailed-routing iteration is 376. In the final timing run, aggregate negative setup slack is 0 ns. The worst setup path is captured at a flop. The total cells reported by yosys after synthesis is roughly 550. The post-route utilization of the core is recorded as 34.8%. The quantity of I/O buffers inserted on ports is 23.

Per the timing report, the achievable frequency comes out to 0.275 GHz. The worst setup path startpoint is resetn. The final worst clock skew is a little over 0.009 ns. The detail-routed via count per cell is between 4 and 5. The largest vdd supply drop is roughly 0.14 mV. Setup repair after global routing left no endpoint under its margin.

The final worst-path setup slack is 3.37 ns. The first global-routing pass estimated 28700 µm of wire.
==> logic make-up after synthesis <==
family	Yosys count	share of synthesized area, %
XOR/XNOR	22	2.36
flip-flops	174	60.3
AND-OR/OR-AND	34	3.04
adder cells (fa/ha/maj)	7	1.07
buffers and inverters	38	2.93
AND/OR/NAND/NOR	226	16.4
multiplexers	53	13.8
==> metrics by stage <==
step / cell area (µm²) / hold slack [ns]
floorplan: 8160 / 0.538
global placement: 8740 / 0.587
detailed placement: 8740 / 0.594
CTS: 9320 / 0.606
global route: 9320 / 0.636
finish: 9320 / 0.595
==> registers in the layout (all words and copies together) (netlist names), named ones only <==
| register | count |
|---|---|
| mem | 144 |
| data_out | 8 |
| count | 7 |
| rd_ptr | 5 |
| wr_ptr | 5 |
| temp | 1 |
==> power breakdown <==
part           leakage (nW)  total [mW]  switching [mW]  internal (mW)
Sequential             1.85        1.17          0.0150           1.16
Clock                 0.284       0.936           0.403          0.533
Combinational          1.35       0.122          0.0721         0.0503
Total                  3.48        2.23           0.490           1.74
==> worst paths after layout <==
path / endpoint / slack (ns) / depth (start not counted)
setup / recovery: mem[0][8] / 3.37 / 6
hold / removal: flop / 0.60 / 2
setup reg to reg: count[4] / 3.99 / 7
hold reg to reg: flop / 0.60 / 2
==> worst min-delay path, delay by kind of cell (launching register included) <==
family | cells | cell delay, ns
muxes | 1 | 0.13
DFF | 1 | 0.34
and+or+nand+nor | 1 | 0.07
==> area by class of cell <==
type	instances	area, µm²
fillers	2449	17500
flip-flops and latches	174	4930
multi-input cells	342	3000
clock buffers	18	429
well taps	341	427
repair buffers	37	335
clock inverters	14	155
inverters	13	48.8
==> synthesized netlist by cell type, drive strengths merged (4+ instances only) <==
master | n | area share (%)
nor2 | 29 | 1.3
nor3 | 7 | 0.74
nand4 | 6 | 0.46
ha | 7 | 1.1
clkbuf | 14 | 0.89
mux2i | 13 | 1.6
xnor2 | 13 | 1.4
o21ai | 15 | 0.92
nand2 | 6 | 0.31
buf | 11 | 1.4
nand3 | 6 | 0.37
nor2b | 5 | 0.38
dfxtp | 30 | 7.4
mux4 | 40 | 12
edfxtp | 144 | 53
xor2 | 9 | 0.97
a211oi | 4 | 0.43
nand2b | 6 | 0.46
inv | 13 | 0.60
and2 | 157 | 12
==> layer usage <==
layer	up-vias	part of all wire [%]	GRT usage, %	routed length (µm)
li1	2119	-	-	-
met1	2200	41	19.5	7550
met2	166	49	23.6	9020
met3	22	9.1	6.61	1690
met4	0	1.6	1.53	300
met5	-	0	0	0
==> layout by cell type (no fill, tap or decap), types with 5 or more instances in the layout <==
master and n:
sky130_fd_sc_hd__nand4_1 6, sky130_fd_sc_hd__xor2_1 9, sky130_fd_sc_hd__nand2_1 5, sky130_fd_sc_hd__nor3_2 5, sky130_fd_sc_hd__ha_1 7, sky130_fd_sc_hd__mux4_1 26
sky130_fd_sc_hd__nand2b_1 6, sky130_fd_sc_hd__xnor2_1 13, sky130_fd_sc_hd__nor2_1 29, sky130_fd_sc_hd__nand3_1 6, sky130_fd_sc_hd__mux2i_1 13, sky130_fd_sc_hd__o21ai_0 14
sky130_fd_sc_hd__inv_1 13, sky130_fd_sc_hd__edfxtp_1 144, sky130_fd_sc_hd__clkbuf_16 17, sky130_fd_sc_hd__dfxtp_1 29, sky130_fd_sc_hd__clkdlybuf4s50_1 23, sky130_fd_sc_hd__mux4_2 14
sky130_fd_sc_hd__and2_1 156, sky130_fd_sc_hd__buf_4 14, sky130_fd_sc_hd__nor2b_1 5
Power and IR drop assume default switching activity.
