--- flow/run.sh ---
#!/bin/bash
# OpenROAD 26Q1-2900-gdf79404cd8, Yosys 0.63+post, stock flow scripts
make -C /OpenROAD-flow-scripts/flow DESIGN_CONFIG=/design/flow/config.mk WORK_HOME=/design/flow/orfs finish
--- flow/design.v ---
`timescale 1ns / 1ps
module router_fsm(
    input        clock,
    input        resetn,
    input        pkt_valid,
    input        parity_done,
    input  [1:0] data_in,
    input        soft_reset_0,
    input        soft_reset_1,
    input        soft_reset_2,
    input        fifo_full,
    input      low_pkt_valid,
    input fifo_empty_0,
    input fifo_empty_1,
    input fifo_empty_2, 
    output        busy,
    output       detect_add,
    output       ld_state,
    output       laf_state,
    output       full_state,
    output       write_enb_reg,
    output       rst_int_reg,
    output       lfd_state
  );
  reg [1:0] addr;
  reg [2:0] state,next_state;
  parameter DECODE_ADDRESS=         3'b000,
            LOAD_FIRST_DATA=        3'b001,
            LOAD_DATA=              3'b010,
            LOAD_PARITY=            3'b011,
            FIFO_FULL_STATE=        3'b100,
            LOAD_AFTER_FULL=        3'b101,
            WAIT_TILL_EMPTY=        3'b110,
            CHECK_PARITY_ERROR=     3'b111;
   always@(posedge clock) begin
   if(!resetn) state<=DECODE_ADDRESS;
   else if(soft_reset_0 | soft_reset_1 | soft_reset_2) state<=DECODE_ADDRESS;
   else state<=next_state;
   end
   always@(posedge clock) begin
   if(!resetn) addr<=0;
   else addr<=data_in;
   end
    always @(*) begin
          case (state)
              DECODE_ADDRESS: if((pkt_valid & (data_in[1:0]==0) & fifo_empty_0)|
                                 (pkt_valid & (data_in[1:0]==1) & fifo_empty_1)|
                                 (pkt_valid & (data_in[1:0]==2) & fifo_empty_2)) begin
                                      next_state = LOAD_FIRST_DATA;
                               end
                               else if((pkt_valid & (data_in[1:0]==0) & !fifo_empty_0)|
                                 (pkt_valid & (data_in[1:0]==1) & !fifo_empty_1)|
                                 (pkt_valid & (data_in[1:0]==2) & !fifo_empty_2)) begin
                                     next_state = WAIT_TILL_EMPTY;
                               end
                               else begin
                                  next_state = DECODE_ADDRESS;
                               end
              LOAD_FIRST_DATA: next_state = LOAD_DATA;
              LOAD_DATA: if(fifo_full) begin
                              next_state = FIFO_FULL_STATE;
                          end
                          else if(!fifo_full && !pkt_valid) begin
                              next_state = LOAD_PARITY;
                          end
                          else begin
                              next_state = LOAD_DATA;
                          end
           LOAD_PARITY: next_state = CHECK_PARITY_ERROR;
                           FIFO_FULL_STATE: if (!fifo_full) begin
                                               next_state = LOAD_AFTER_FULL;
                                            end
                                            else begin
                                               next_state = FIFO_FULL_STATE;
                                            end
                           LOAD_AFTER_FULL: if(parity_done) begin
                                               next_state = DECODE_ADDRESS;
                                            end
                                            else if (!parity_done && !low_pkt_valid) begin
                                               next_state = LOAD_DATA;
                                            end
                                            else if (!parity_done && low_pkt_valid) begin
                                               next_state = LOAD_PARITY;
                                            end
                                            else begin
                                               next_state = LOAD_AFTER_FULL;
                                            end
                           WAIT_TILL_EMPTY: if ((fifo_empty_0 && (addr == 0)) || (fifo_empty_1 && (addr == 1)) || (fifo_empty_2 &&(addr == 2))) begin
                                               next_state = LOAD_FIRST_DATA;
                                            end
                                            else begin
                                               next_state = WAIT_TILL_EMPTY;
                                            end
                           CHECK_PARITY_ERROR: 
                                            if (!fifo_full) begin
                                                next_state = DECODE_ADDRESS;
                                            end
                                            else if (fifo_full) begin
                                                next_state = FIFO_FULL_STATE;
                                             end
                                             else begin
                                                next_state = CHECK_PARITY_ERROR;
                                             end
                                       endcase
                                     end
                                      assign detect_add = (state == DECODE_ADDRESS) ? 1'b1 : 1'b0;
                                      assign lfd_state  = (state == LOAD_FIRST_DATA) ? 1'b1 : 1'b0;
                                      assign busy       = ((state == LOAD_FIRST_DATA)||(state == LOAD_PARITY)||(state == FIFO_FULL_STATE) || (state == LOAD_AFTER_FULL) ||(state == WAIT_TILL_EMPTY) || (state == CHECK_PARITY_ERROR)) ? 1'b1 : 1'b0;
                                      assign ld_state   = (state == LOAD_DATA) ? 1'b1 : 1'b0;
                                      assign write_enb_reg = ((state == LOAD_DATA) || (state == LOAD_PARITY) ||(state == LOAD_AFTER_FULL)) ? 1'b1 : 1'b0;
                                      assign full_state = (state == FIFO_FULL_STATE) ? 1'b1 : 1'b0;
                                      assign laf_state = (state == LOAD_AFTER_FULL) ? 1'b1 : 1'b0;
                                      assign rst_int_reg = (state == CHECK_PARITY_ERROR) ? 1'b1 : 1'b0;
endmodule
--- flow/constraint.sdc ---
current_design router_fsm

set clk_period 2.6
set clk_io_pct 0.2

create_clock -name clk0 -period $clk_period [get_ports {clock}]

set non_clock_inputs [all_inputs -no_clocks]
set_input_delay [expr $clk_period * $clk_io_pct] -clock clk0 $non_clock_inputs
set_output_delay [expr $clk_period * $clk_io_pct] -clock clk0 [all_outputs]
--- flow/config.mk ---
export PLATFORM = sky130hd
export DESIGN_NAME = router_fsm
export DESIGN_NICKNAME = router_fsm
export VERILOG_FILES = /design/flow/design.v
export SDC_FILE = /design/flow/constraint.sdc
export NUM_CORES = 4
export LEC_CHECK = 1
export CORE_AREA = 10 10 71 71
export DIE_AREA = 0 0 81 81
==> flow_metrics.py <==
# Physical implementation metrics
metrics = {
    "run_status": {
        "status": "complete, no violations",
    },
    "yosys": {
        "synth_cell_type_count": 22,
        "yosysChipArea_um2": 442.9,
        "syn_area_um2": 442.9,
        "ys_sh_aoi_pct": 16.10,
        "ys.flops": 10,
        "top_logic_kind": "simple AND/OR/NAND/NOR gates",
        "ys_seq_share_pct": 45.20,
        "xor_share_pct": 0,
        "yosys-stat-cells": 44,
        "adder_share_pct": 0,
        "ys_sh_mux_pct": 6.780,
        "synthCells": 44,
        "yosys_warnings": 1,
        "avgSynthCellArea_um2": 10.07,
        "simple_gate_area_share_pct": 30.23,
    },
    "drt": {
        "via_count": 445,
        "viasPerCell": 3.803,
        "drtIter0Drc": 18,
        "drt_pre_antenna_iters": 4,
        "wl_um": 1340,
        "wl_per_cell_um": 11.45,
        "drc_errors": 0,
        "ant_nets": 0,
        "num_antenna_cells": 0,
    },
    "layout": {
        "fillers": 403,
        "area_growth_pct": 73.45,
        "final_cells": 117,
        "stdcell_area_um2": 768.2,
        "drive_gt1_share_pct": 8.696,
    },
    "die": {
        "fp_util_pct": 12.19,
        "die_y_um": 81,
        "coreArea_um2": 3633,
        "dieArea_um2": 6561,
        "ioPinCount": 22,
        "placementRows": 22,
        "die_w_um": 81,
    },
    "sta": {
        "clock-skew-final_ns": 0.001171,
        "setup_viol": 0,
        "slew_headroom_pct": 70.33,
        "layout_worst_path_cycle_share_pct": 72.79,
        "worst_slew_pin_slew_ns": 0.4432,
        "rsz0062_at_grt": "no",
        "fmax_ghz": 0.5284,
        "tns_ns": 0,
        "min_period_ns": 1.893,
        "drv_slew": 0,
        "finalHoldViolCount": 0,
    },
    "place": {
        "placed_cells": 113,
        "gp_congestion": 0.7971,
        "placed_cell_area_um2": 713.2,
        "post-dp-hpwl_um": 1128,
        "port-buffer-count": 21,
    },
    "clock_network": {
        "path_clk_slew_ns": 0.05,
        "cts_resized": 0,
        "clk_latency_ns": 0.23,
        "cts_max_level": 1,
        "cts_tree": "done",
        "cts-hold-fix-buffers": 0,
        "cts_setup_buffers": 0,
        "cts_buffers": 3,
        "cts_num_sinks": 10,
        "cts_buffer_depth": 2,
        "clockRootBuffer": "clkbuf_8",
    },
    "worst_setup_path": {
        "crit_type": "flip-flop to output port",
        "end_kind": "output port",
        "start_kind": "flip-flop",
        "worstPathMaxFanout": 5,
        "worstPathArrival_ns": 1.37,
        "cp.required_ns": 2.08,
    },
    "grt": {
        "grt_overflow": 0,
        "grt_max_degree": 9,
        "grt_first_pass_wirelength_um": 2063,
        "grt_pass1_vias": 447,
        "track_usage_pct": 3.996,
        "antenna_found_initial": 0,
    },
    "job": {
        "cap_viol_max_count": 0,
        "warning_count": 25,
    },
    "pwr": {
        "p_leak_nw": 0.2875,
        "power_density_nw_per_um2": 507.6,
        "worst_ir_drop_vdd_mv": 0.1728,
    },
    "min_path": {
        "hold_path.class": "flip-flop to flip-flop",
    },
}
[layer usage]
| layer | track usage (%) | routed length, um |
|---|---|---|
| met1 | 5.429 | 647 |
| met5 | 0 | 0 |
| met3 | 2.227 | 118 |
| met2 | 5.494 | 564 |
| met4 | 0.6920 | 10 |
[state kept, by name (all words and copies together), names as in the netlist]
register,count
state,8
addr,2
[cell usage after synthesis]
cell | number | area (um2)
or3_1 | 1 | 6.260
o311a_1 | 1 | 10.01
nor3b_1 | 1 | 7.510
a311oi_1 | 1 | 8.760
nand3_2 | 1 | 10.01
nand3_1 | 3 | 15.01
nor2_1 | 2 | 7.510
o22a_1 | 1 | 8.760
a21boi_1 | 1 | 7.510
mux2i_1 | 3 | 30.03
nand3b_1 | 2 | 15.01
and3_1 | 1 | 6.260
o21a_1 | 1 | 7.510
inv_1 | 2 | 7.510
nor4_1 | 1 | 6.260
dfxtp_1 | 10 | 200.2
nor4b_4 | 1 | 23.77
o22ai_1 | 3 | 18.77
nand2_1 | 3 | 11.26
a222oi_1 | 1 | 10.01
and2_1 | 3 | 18.77
nor2b_1 | 1 | 6.260
[cells in the final DEF (no fill, tap or decap), types with 2 or more instances in the layout]
master           count
inv_1                2
mux2i_1              3
and2_1               3
nand3_1              3
nor2_1               2
clkbuf_8             4
dfxtp_1             10
clkdlybuf4s50_1     21
o22ai_1              3
nand2_1              3
nand3b_1             2
[path summary, 6_finish.rpt]
check	startpoint	end	slack [ns]	cells after the start
min reg2reg	state[6]$_DFF_P_	state[7]$_DFF_P_	0.49	1
min	state[6]$_DFF_P_	state[7]$_DFF_P_	0.49	1
max reg2reg	addr[0]$_SDFF_PN0_	state[4]$_DFF_P_	1.62	3
max	state[2]$_DFF_P_	write_enb_reg	0.71	2
[power by group]
part	switching, W	internal (W)
combinational	0.0000152	0.0000283
sequential	0.00000202	0.000156
clock	0.0000558	0.000133
[logic make-up (layout without fill, tap and decap cells)]
family	Yosys count	in the layout
mux	3	3
buf+inv	2	27
flops	10	10
compound gates	9	9
simple gates	20	20
[area by class of cell]
cell class | instances | area (um2) | area share, %
inverter | 2 | 7.507 | 0.9772
clock buffer | 4 | 55.05 | 7.166
sequential | 10 | 200.2 | 26.06
tap | 48 | 60.06 | 7.818
timing repair buffer | 21 | 210.2 | 27.36
multi-input combinational | 32 | 235.2 | 30.62
[per-stage QoR]
step	util (%)	setup WS [ns]	total power [W]	hold WS (ns)
final	21.14	0.7075	0.0003900	0.4890
after global routing	21.14	0.5949	0.0004049	0.5299
after CTS	21.14	0.6801	0.0003925	0.4926
after floorplan	-	1.378	0.0001752	0.4471
after global placement	19.63	0.8352	0.0002038	0.4787
after detailed placement	19.63	0.7925	0.0002045	0.4814
[critical path, stage by stage (launching register included)]
cell	delay [ns]
dfxtp_1	0.34
or3_1	0.37
clkdlybuf4s50_1	0.42
Power figures rest on the tool's default switching activity, not on a simulated workload.
