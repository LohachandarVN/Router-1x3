$ cat design/flow/run.sh
#!/bin/bash
# OpenROAD 26Q1-2900-gdf79404cd8, Yosys 0.63+post, stock flow scripts
make -C /OpenROAD-flow-scripts/flow DESIGN_CONFIG=/design/flow/config.mk WORK_HOME=/design/flow/orfs finish
$ cat design/flow/config.mk
export PLATFORM = sky130hd
export DESIGN_NAME = router_reg
export DESIGN_NICKNAME = router_reg
export VERILOG_FILES = /design/flow/design.v
export SDC_FILE = /design/flow/constraint.sdc
export NUM_CORES = 4
export LEC_CHECK = 1
export CORE_UTILIZATION = 30
$ cat design/flow/constraint.sdc
current_design router_reg

set clk_period 2.5
set clk_io_pct 0.2

create_clock -name clk0 -period $clk_period [get_ports {clock}]

set non_clock_inputs [all_inputs -no_clocks]
set_input_delay [expr $clk_period * $clk_io_pct] -clock clk0 $non_clock_inputs
set_output_delay [expr $clk_period * $clk_io_pct] -clock clk0 [all_outputs]
$ cat design/flow/design.v
`timescale 1ns / 1ps
module router_reg(input clock,
                  input resetn,
                  input pkt_valid,
                  input[7:0] data_in,
                  input fifo_full,
                  input rst_int_reg,
                  input detect_add,
                  input ld_state,
                  input laf_state,
                  input full_state,
                  input lfd_state,
                  output reg parity_done,
                  output reg low_pkt_valid,
                  output reg err,
                  output reg[7:0] dout
                  );
    reg[7:0] fifo_full_state;
    reg[7:0] internal_parity;
    reg[7:0] header_byte;
    reg[7:0] packet_parity; 
    always@(posedge clock) begin
        if(!resetn)
            dout <= 0;
        else if(lfd_state)
            dout <= header_byte;
        else if(ld_state && !fifo_full)
            dout <= data_in;
        else if(laf_state)
            dout <= fifo_full_state;
        else
            dout <= dout;
    end
    always@(posedge clock) begin
        if(!resetn)
            parity_done <= 1'b0;
        else if(ld_state && !fifo_full && !pkt_valid)
            parity_done <= 1'b1;
        else if(laf_state && !parity_done && low_pkt_valid)
            parity_done <= 1'b1;
        else if(detect_add)
            parity_done <= 1'b0;
    end
    always@(posedge clock) begin
        if(!resetn) 
            low_pkt_valid <= 1'b0;
        else if(rst_int_reg)
            low_pkt_valid <= 1'b0;
        else if(~pkt_valid && ld_state)
            low_pkt_valid <= 1'b1;
    end
    always@(posedge clock) begin
        if(!resetn)
            err <= 1'b0;
        else if(parity_done == 1 && internal_parity != packet_parity)
            err <= 1'b1;
        else
            err <= 1'b0;
    end
    always@(posedge clock) begin
        if(!resetn)
            packet_parity <= 8'b0000_0000;
        else if((ld_state && !pkt_valid && !fifo_full)||(laf_state && low_pkt_valid && parity_done))
            packet_parity <= data_in;
        else if(!pkt_valid && rst_int_reg)
            packet_parity <= 8'b0000_0000;
        else if(detect_add)
            packet_parity <= 8'b0000_0000;
    end
       always@(posedge clock) begin
           if(!resetn)
               {header_byte, fifo_full_state} = 2'b00;
           else if(detect_add && pkt_valid && data_in[1:0]!=2'b11)
               header_byte <= data_in;
           else if(ld_state && fifo_full)
               fifo_full_state <= data_in;
       end
    always@(posedge clock) begin
        if(!resetn)
            internal_parity <= 8'b0000_0000;
        else if(detect_add)
            internal_parity <= 8'b0000_0000;
        else if(lfd_state)
            internal_parity <= header_byte;
        else if(ld_state && pkt_valid && !full_state)
            internal_parity <= internal_parity ^ data_in;
        else if(!pkt_valid && rst_int_reg)
            internal_parity <= 8'b0000_0000;
    end
endmodule
==> results.json <==
{
  "edf_count": 0,
  "r2r_slack_ps": 1050,
  "synth.distinct_cells": 26,
  "worstMarginPinSlew_ps": 591,
  "num_vias": 1716,
  "tns_ps": 0,
  "die-area_mm2": 0.00724,
  "synth.avg_cell_area_um2": 9.41,
  "worst_clock_skew_ps": 6.10,
  "r2r_start": "parity_done$_SDFFE_PN0P_",
  "max_stage_delay_ps": 560,
  "hold_viol": 0,
  "period_used_pct": 80.6,
  "antenna_left": 0,
  "grt-ovfl-total": 0,
  "clkSlewWorstSetupHoldPaths_ps": 90,
  "reg2regPathDepth": 4,
  "grt_start_max_net_pins": 27,
  "gp_congestion": 0.772,
  "synth_area_mm2": 0.00207,
  "worstPathRequired_ps": 2680,
  "most_common_cell": "dfxtp_1",
  "finalWirelength_um": 5190,
  "warnings": 25,
  "ys_warn_count": 1,
  "synthTopCellsByCount": "dfxtp_1 (43), a21oi_1 (20), nand2_1 (19), nor2b_1 (18)",
  "top_area_share_pct": 41.6,
  "crit_type": "input port to flip-flop",
  "cts_setup_buffers": 0,
  "powerDensity_mw_per_mm2": 570,
  "ys.flop_type": "dfxtp_1",
  "drc": 0,
  "worstPathCellList": "clkdlybuf4s50_1 > nor2b_1 > nor2_1 > a32oi_1 > a21oi_1",
  "via_per_inst": 5.26,
  "endpoint_kind": "flip-flop",
  "die_height_um": 85.1,
  "cts_tree": "yes",
  "cts_buffers": 5,
  "power.total_mw": 1.45,
  "clock.fmax_mhz": 496,
  "arrival_ps": 2190,
  "startpoint": "pkt_valid",
  "r2r-end": "packet_parity[1]$_SDFFE_PN0P_",
  "relSlewSlack_pct": 60.5,
  "holdPathStages": 2,
  "cts_resized": 0,
  "num_antenna_cells": 0,
  "track_usage_pct": 15.1,
  "cts_root_buf": "clkbuf_8",
  "ys_area_mm2": 0.00207,
  "fp.coreArea_mm2": 0.00649,
  "clockBufferDepth": 2,
  "slowest_stage": "clkdlybuf4s50_1",
  "min_path_type": "flip-flop to flip-flop",
  "syn-instance-count": 220,
  "pin_count": 29,
  "antenna_found_initial": 0,
  "dp_hpwl_um": 3540,
  "crit_buf_inv": 1,
  "synth_seq_share_pct": 41.6,
  "p_leak_nw": 0.916,
  "grt_pass1_vias": 1579,
  "cap_violations": 0,
  "drive_gt1_share_pct": 8.03,
  "crit_path_max_fanout": 9,
  "wl_per_cell_um": 15.9,
  "cp-start-kind": "input port",
  "rsz0062_at_grt": "false",
  "fin_crit_ps": 2010,
  "setup_viol": 0,
  "ctsHtreeMaxLevel": 2,
  "cts_hold_buf": 0,
  "grt_pass1_wl_um": 8510,
  "area_growth_pct": 23.3,
  "floorplan.core_util_pct": 31.9,
  "status": "finished, final reports clean",
  "ys_ff": 43,
  "portBuffers": 28,
  "die_x_um": 85.1,
  "endpoint": "internal_parity[3]$_SDFFE_PP0P_",
  "ys_cells": 220,
  "cts.sinks": 43,
  "cp.depth": 5,
  "yosysTopAreaCell": "dfxtp_1",
  "drt-initial-drc-count": 87,
  "synthArstFlopShare_pct": 0,
  "area_leaders": "dfxtp_1 (42%), mux2i_1 (7.7%), nand3b_1 (5.8%)",
  "rows": 29,
  "worstSkewPairLatency_ps": 300,
  "cp_top_family": "simple AND/OR/NAND/NOR gates",
  "slew_violations": 0,
  "vdd_drop_max_uv": 306,
  "dr.pass1.iters": 4
}
[cell type report]
cell class / count / area (µm²)
Sequential cell: 43 / 861
Inverter: 1 / 3.75
Fill cell: 653 / 3940
Clock buffer: 5 / 68.8
Tap cell: 77 / 96.3
Clock inverter: 2 / 37.5
Timing Repair Buffer: 39 / 363
Multi-Input combinational cell: 159 / 1120
[layer usage]
layer / track usage [%] / routed length (µm) / up-vias / share of wire [%]
met5: 0 / 0 / - / 0
met4: 1.08 / 48 / 0 / 0.93
met3: 3.16 / 274 / 6 / 5.3
met2: 21.0 / 2160 / 41 / 42
met1: 25.7 / 2700 / 813 / 52
li1: - / - / 856 / -
[worst min-delay path by stage]
| stage | start | to |
|---|---|---|
| 6_report | fifo_full_state[4]$_SDFFE_PN0P_ | fifo_full_state[4]$_SDFFE_PN0P_ |
| 5_1_grt | fifo_full_state[2]$_SDFFE_PN0P_ | fifo_full_state[2]$_SDFFE_PN0P_ |
| 4_1_cts | fifo_full_state[0]$_SDFFE_PN0P_ | fifo_full_state[0]$_SDFFE_PN0P_ |
[through the flow]
stage / util, % / setup slack, ps / instance area (µm²) / hold slack (ps) / cells
2_1_floorplan: - / 897 / 2070 / 439 / 220
3_3_place_gp: 37.7 / 250 / 2450 / 496 / 319
3_5_place_dp: 37.7 / 216 / 2450 / 507 / 319
4_1_cts: 39.3 / 534 / 2550 / 530 / 326
5_1_grt: 39.3 / 330 / 2550 / 550 / 326
6_report: 39.3 / 486 / 2550 / 528 / 326
[sequential cells by signal (all words and copies together), names as in the netlist]
register / count
parity_done: 1
low_pkt_valid: 1
internal_parity: 8
err: 1
header_byte: 8
packet_parity: 8
fifo_full_state: 8
dout: 8
[report_power, final]
group / switching, mW / internal, mW / total, mW
sequential: 0.0173 / 0.709 / 0.726
clock: 0.248 / 0.292 / 0.540
combinational: 0.0944 / 0.0943 / 0.189
[worst min-delay path, cell delays in order, from the launching register on]
cell,delay [ps]
dfxtp_1,340
mux2i_1,70
nor2b_1,90
[logic make-up after synthesis]
| family | share of synthesized area [%] |
|---|---|
| multiplexers | 7.73 |
| AND/OR/NAND/NOR | 23.5 |
| buffers and inverters | 4.17 |
| flip-flops | 41.6 |
| AND-OR/OR-AND | 19.6 |
| XOR/XNOR | 3.38 |
[cell usage in the layout, fill, tap and decap left out]
cell type and instances:
mux2i_1 16, clkdlybuf4s50_1 28, clkinvlp_4 1, a21oi_1 20
nand3b_1 16, a21boi_1 3, nand3_1 10, buf_4 11
nand2_1 19, nor2b_1 18, a21boi_0 5, a32oi_1 8
nor2_1 3, dfxtp_1 43, or4b_1 8, bufinv_16 1
a32o_1 8, xor2_1 8, nand2b_1 2, o21a_1 9
nor4_1 2, a31oi_2 1, nor3b_1 1, and3b_1 1
clkbuf_8 5, o21ai_4 1, inv_1 1
